`/design/flow/config.mk`:
```
export PLATFORM = sky130hd
export DESIGN_NAME = egress_filtering
export DESIGN_NICKNAME = egress_filtering
export VERILOG_FILES = /design/flow/design.v
export SDC_FILE = /design/flow/constraint.sdc
export NUM_CORES = 4
export LEC_CHECK = 1
export CORE_UTILIZATION = 30
```
`/design/flow/constraint.sdc`:
```
current_design egress_filtering

set clk_period 19.3
set clk_io_pct 0.2

create_clock -name clk0 -period $clk_period [get_ports {aclk}]

set non_clock_inputs [all_inputs -no_clocks]
set_input_delay [expr $clk_period * $clk_io_pct] -clock clk0 $non_clock_inputs
set_output_delay [expr $clk_period * $clk_io_pct] -clock clk0 [all_outputs]
```
`/design/flow/design.v`:
```
`timescale 1ns / 1ps
`default_nettype none
module egress_filtering
#(
    parameter AXIS_BUS_WIDTH = 64,
    parameter AXIS_ID_WIDTH = 4,
    parameter AXIS_DEST_WIDTH = 4,
    localparam NUM_BUS_BYTES = AXIS_BUS_WIDTH/8,
    localparam NUM_AXIS_ID = (2 ** AXIS_ID_WIDTH),
    localparam EFF_ID_WIDTH = (AXIS_ID_WIDTH < 1) ? 1 : AXIS_ID_WIDTH,
    localparam EFF_DEST_WIDTH = (AXIS_DEST_WIDTH < 1) ? 1 : AXIS_DEST_WIDTH,
    parameter LAST_BYTE = 41,
    parameter bit INCLUDE_TDEST_CALC = 1,
    parameter bit INCLUDE_CONFIG_ETYPE = 1
)
(
    input wire [AXIS_BUS_WIDTH-1:0]         axis_in_tdata,
    input wire [EFF_ID_WIDTH-1:0]           axis_in_tid,
    input wire [EFF_DEST_WIDTH-1:0]         axis_in_tdest,
    input wire [NUM_BUS_BYTES-1:0]          axis_in_tkeep,
    input wire                              axis_in_tlast,
    input wire                              axis_in_tvalid,
    output wire                             axis_in_tready,
    output wire [AXIS_BUS_WIDTH-1:0]        axis_out_tdata,
    output wire [EFF_ID_WIDTH-1:0]          axis_out_tid,
    output reg [AXIS_ID_WIDTH:0]            axis_out_tdest,
    output wire [NUM_BUS_BYTES-1:0]         axis_out_tkeep,
    output wire                             axis_out_tlast,
    output wire                             axis_out_tvalid,
    input wire                              axis_out_tready,
    input wire [NUM_AXIS_ID-1:0]            route_mask,
    input wire                              poisoned,
    input wire                              parsing_done,
    input wire                              next_is_config,
    output wire [EFF_DEST_WIDTH-1:0]        axis_out_tdest_old,
    output wire [EFF_ID_WIDTH-1:0]      egress_sel_id,
    input wire [NUM_AXIS_ID-1:0]        must_route_mask,
    input wire [NUM_AXIS_ID-1:0]        cannot_route_mask,
    input wire                          reroute_if_config,
    input wire [AXIS_ID_WIDTH:0]        reroute_dest,
    input wire  aclk,
    input wire  aresetn
);
    wire                     axis_pop_tvalid;
    wire                     axis_pop_tready;
    wire                     next_is_config_pop;
    wire                     poisoned_pop;
    wire [NUM_AXIS_ID-1:0]   route_mask_pop;
    parse_wait_buffer
    #(
        .AXIS_BUS_WIDTH     (AXIS_BUS_WIDTH),
        .SIDE_CHAN_WIDTH    (AXIS_DEST_WIDTH+AXIS_ID_WIDTH+NUM_AXIS_ID+1),
        .LAST_BYTE          (LAST_BYTE)
    )
    bufer
    (
        .axis_in_tdata      (axis_in_tdata),
        .axis_in_tkeep      (axis_in_tkeep),
        .axis_in_tlast      (axis_in_tlast),
        .axis_in_tvalid     (axis_in_tvalid),
        .axis_in_tready     (axis_in_tready),
        .chan_in_data       ({axis_in_tdest,axis_in_tid,next_is_config,route_mask}),
        .chan_in_error      (poisoned),
        .chan_in_done_opt   (parsing_done),
        .chan_in_done_req   (parsing_done), 
        .axis_out_tdata     (axis_out_tdata),
        .axis_out_tkeep     (axis_out_tkeep),
        .axis_out_tlast     (axis_out_tlast),
        .axis_out_tvalid    (axis_pop_tvalid),
        .axis_out_tready    (axis_pop_tready),
        .chan_out_data      ({axis_out_tdest_old,axis_out_tid,next_is_config_pop,route_mask_pop}),
        .chan_out_error     (poisoned_pop),
        .aclk               (aclk),
        .aresetn            (aresetn)
    );
    assign egress_sel_id = axis_out_tid;
generate if(INCLUDE_TDEST_CALC) begin : tdest
    wire [NUM_AXIS_ID-1:0]  final_mask = (route_mask_pop & ~cannot_route_mask) | must_route_mask;
    always@(*) begin
        axis_out_tdest = { 1'b1 , {AXIS_ID_WIDTH{1'b0}} };
        if(reroute_if_config && next_is_config_pop && INCLUDE_CONFIG_ETYPE) axis_out_tdest = reroute_dest;
        else begin
            for(integer i = NUM_AXIS_ID-1; i >= 0; i = i - 1)
                if(final_mask[i]) axis_out_tdest = i;
        end
    end
end else begin
    assign axis_out_tdest = { 1'b1 , {AXIS_ID_WIDTH{1'b0}} };
end
endgenerate
    wire errorful = poisoned_pop && axis_pop_tvalid;
    assign axis_pop_tready = errorful || axis_out_tready;
    assign axis_out_tvalid = !errorful && axis_pop_tvalid;
endmodule
`default_nettype wire
`timescale 1ns / 1ps
`default_nettype none
module parse_wait_buffer
#(
    parameter AXIS_BUS_WIDTH = 64,
    localparam NUM_BUS_BYTES = AXIS_BUS_WIDTH/8,
    parameter SIDE_CHAN_WIDTH = 10,
    parameter LAST_BYTE = 1522,
    localparam LAST_BEAT = (LAST_BYTE / NUM_BUS_BYTES) + ((LAST_BYTE % NUM_BUS_BYTES == 0) ? 0 : 1) + 1,
    localparam BUFFER_DEPTH_LOG2 = $clog2(LAST_BEAT),
    localparam BUFFER_DEPTH = 2 ** BUFFER_DEPTH_LOG2,
    localparam BUFFER_DEPTH_CBITS = $clog2(BUFFER_DEPTH + 1)
)
(
    input wire [AXIS_BUS_WIDTH-1:0]         axis_in_tdata,
    input wire [NUM_BUS_BYTES-1:0]          axis_in_tkeep,
    input wire                              axis_in_tlast,
    input wire                              axis_in_tvalid,
    output wire                             axis_in_tready,
    input wire [SIDE_CHAN_WIDTH-1:0]        chan_in_data,
    input wire                              chan_in_error,
    input wire                              chan_in_done_opt, 
    input wire                              chan_in_done_req, 
    output wire [AXIS_BUS_WIDTH-1:0]        axis_out_tdata,
    output wire [NUM_BUS_BYTES-1:0]         axis_out_tkeep,
    output wire                             axis_out_tlast,
    output wire                             axis_out_tvalid,
    input wire                              axis_out_tready,
    output wire [SIDE_CHAN_WIDTH-1:0]       chan_out_data,
    output wire                             chan_out_error,
    input wire  aclk,
    input wire  aresetn
);
    reg [AXIS_BUS_WIDTH-1:0]   fifo_tdata [BUFFER_DEPTH-1:0];
    reg [NUM_BUS_BYTES-1:0]    fifo_tkeep [BUFFER_DEPTH-1:0];
    reg                        fifo_tlast [BUFFER_DEPTH-1:0];
    reg [BUFFER_DEPTH_CBITS-1:0]   fifo_count;
    reg [BUFFER_DEPTH_LOG2-1:0]    fifo_rd_pointer;
    reg [BUFFER_DEPTH_LOG2-1:0]    fifo_wr_pointer;
    wire                           fifo_n_empty = (fifo_count != 0);
    wire                           fifo_n_full = (fifo_count != BUFFER_DEPTH);
    wire                           fifo_wr_en;
    wire                           fifo_rd_en;
    always@(posedge aclk) begin
        if(~aresetn) begin
            fifo_count <= 0;
            fifo_rd_pointer <= 0;
            fifo_wr_pointer <= 0;
        end
        else if(fifo_rd_en && fifo_wr_en) begin
            fifo_rd_pointer <= fifo_rd_pointer + 1;
            fifo_wr_pointer <= fifo_wr_pointer + 1;
        end
        else if(fifo_rd_en) begin
            fifo_count <= fifo_count - 1;
            fifo_rd_pointer <= fifo_rd_pointer + 1;
        end
        else if(fifo_wr_en) begin
            fifo_count <= fifo_count + 1;
            fifo_wr_pointer <= fifo_wr_pointer + 1;
        end
    end
    assign axis_out_tdata = fifo_tdata[fifo_rd_pointer];
    assign axis_out_tkeep = fifo_tkeep[fifo_rd_pointer];
    assign axis_out_tlast = fifo_tlast[fifo_rd_pointer];
    always@(posedge aclk) begin
        if(fifo_wr_en && fifo_n_full) begin
            fifo_tdata[fifo_wr_pointer] <= axis_in_tdata;
            fifo_tkeep[fifo_wr_pointer] <= axis_in_tkeep;
            fifo_tlast[fifo_wr_pointer] <= axis_in_tlast;
        end
    end
    reg [SIDE_CHAN_WIDTH-1:0]  fifo_chan_data [BUFFER_DEPTH-1:0];
    reg                        fifo_chan_error [BUFFER_DEPTH-1:0];
    wire                       eff_chan_error;
    reg [BUFFER_DEPTH_CBITS-1:0]   fifo2_count;
    reg [BUFFER_DEPTH_LOG2-1:0]    fifo2_rd_pointer;
    reg [BUFFER_DEPTH_LOG2-1:0]    fifo2_wr_pointer;
    wire                           fifo2_n_empty = (fifo2_count != 0);
    wire                           fifo2_n_full = (fifo2_count != BUFFER_DEPTH);
    wire                           fifo2_wr_en;
    wire                           fifo2_rd_en;
    always@(posedge aclk) begin
        if(~aresetn) begin
            fifo2_count <= 0;
            fifo2_rd_pointer <= 0;
            fifo2_wr_pointer <= 0;
        end
        else if(fifo2_rd_en && fifo2_wr_en) begin
            fifo2_rd_pointer <= fifo2_rd_pointer + 1;
            fifo2_wr_pointer <= fifo2_wr_pointer + 1;
        end
        else if(fifo2_rd_en) begin
            fifo2_count <= fifo2_count - 1;
            fifo2_rd_pointer <= fifo2_rd_pointer + 1;
        end
        else if(fifo2_wr_en) begin
            fifo2_count <= fifo2_count + 1;
            fifo2_wr_pointer <= fifo2_wr_pointer + 1;
        end
    end
    assign chan_out_data = fifo_chan_data[fifo2_rd_pointer];
    assign chan_out_error = fifo_chan_error[fifo2_rd_pointer];
    always@(posedge aclk) begin
        if(fifo2_wr_en && fifo2_n_full) begin
            fifo_chan_data[fifo2_wr_pointer] <= chan_in_data;
            fifo_chan_error[fifo2_wr_pointer] <= eff_chan_error;
        end
    end
    assign axis_out_tvalid = fifo2_n_empty && fifo_n_empty;
    assign fifo_rd_en = axis_out_tready && axis_out_tvalid;
    assign fifo2_rd_en = fifo_rd_en && axis_out_tlast;
    assign axis_in_tready = fifo_n_full && fifo2_n_full;
    assign fifo_wr_en = axis_in_tvalid && axis_in_tready;
    reg side_chan_done;
    always@(posedge aclk) begin
        if(~aresetn || (fifo_wr_en && axis_in_tlast) ) side_chan_done <= 0;
        else if (fifo_wr_en && chan_in_done_opt) side_chan_done <= 1;
    end
    assign fifo2_wr_en = fifo_wr_en && ((chan_in_done_opt && !side_chan_done) || (axis_in_tlast && !side_chan_done));
    assign eff_chan_error = chan_in_error || (axis_in_tlast && !side_chan_done && !chan_in_done_req);
endmodule
`default_nettype wire
```
`/design/flow/run.sh`:
```
#!/bin/bash
# OpenROAD 26Q1-2900-gdf79404cd8, Yosys 0.63+post, stock flow scripts
make -C /OpenROAD-flow-scripts/flow DESIGN_CONFIG=/design/flow/config.mk WORK_HOME=/design/flow/orfs finish
```
==> flow_summary.json <==
{
  "status": "completed",
  "ys_area_um2": 31400,
  "cts_sinks": 819,
  "post_dp_cell_area_um2": 35600,
  "vias": 14558,
  "initCoreUtil": 0.303,
  "ys.flops": 819,
  "drt-initial-drc-count": 832,
  "warning_count": 29,
  "worst_pin_slew_ns": 0.756,
  "post-dp-hpwl_mm": 36.1,
  "p_leak_nw": 11.7,
  "synthCells": 1378,
  "die_w_um": 326,
  "cts-root-buf": "clkbuf_16",
  "yosys_warnings": 2,
  "netlist_area_um2": 31400,
  "yosysUniqueCellTypes": 50,
  "clock_insertion_delay_worst_skew_ns": 0.66,
  "wl_met1_mm": 21.9,
  "stdcell_area_um2": 38400,
  "grt_max_degree": 107,
  "syn_area_per_cell_um2": 22.8,
  "ff_type": "edfxtp_1",
  "grt_use_total": 0.134,
  "maxSlewHeadroom": 0.496,
  "gp_congestion": 0.802,
  "min_period_ns": 10.48,
  "routed.top_layer": "met5",
  "std_cell_rows": 118,
  "grt_antenna_before_repair": 9,
  "viasPerCell": 4.67,
  "die_h_um": 326,
  "startpoint": "cannot_route_mask[2]",
  "hp-start": "bufer.fifo2_rd_pointer[1]",
  "htreeDepth": 3,
  "grt_setup_unrepaired": "false",
  "clk_path_buf_depth": 3,
  "final_common_cell": "edfxtp_1",
  "hold_viol_final": 0,
  "cts_tree": "done",
  "cts_hold_buffers": 0,
  "wl_met2_mm": 32.6,
  "layout_top_cells": "edfxtp_1, clkdlybuf4s50_1, mux4_2",
  "drv_slew": 0,
  "core_um2": 104000,
  "ant_nets": 0,
  "cts_setup_buffers": 0,
  "dr.pass1.iters": 4,
  "die_area_um2": 106000,
  "drc": 0,
  "yosysSeqAreaShare": 0.775,
  "drv_cap": 0,
  "wl_met3_mm": 9.39,
  "synth-edff-count": 792,
  "fmax_mhz": 95.4,
  "critPathArrivalTime_ns": 6.62,
  "n_fill_cell": 9214,
  "hold_class": "reg2reg",
  "critPathLaunchType": "primary input",
  "cts.repair.resized": 0,
  "yosysCellCount": 1378,
  "io_buffers": 233,
  "grt-ovfl-total": 0,
  "worstHoldPathCells": 2,
  "setup_tns_ns": 0,
  "async_flop_share": 0,
  "routed_wl_mm": 65.7,
  "crit_path_max_fanout": 3,
  "fin_skew_ns": 0.0384,
  "io_pins": 234,
  "vdd_drop_max_mv": 0.0800,
  "end_kind": "primary output",
  "wl_per_cell_um": 21.1,
  "cts_made_buffers": 87,
  "crit_required_ns": 15.44,
  "path_clk_slew_ns": 0.06,
  "grt_pass1_wl_mm": 98.8,
  "area_delta_synth_final_pct": 22.3,
  "post-route-period-util": 0.543,
  "grt_pass1_vias": 16148,
  "setup_viol": 0,
  "drive_gt1_frac": 0.266,
  "crit_type": "in2out",
  "power_density_nw_per_um2": 124,
  "rr_worst_depth": 11
}
-- worst max-delay path: stages --
cell,delay (ns)
clkdlybuf4s50_1,0.49
nor2_1,0.06
a221oi_2,0.47
o211ai_1,0.18
or3_1,0.40
or4_4,0.56
o21ai_2,0.14
clkdlybuf4s50_1,0.47
-- path summary, 6_finish.rpt --
check / to / slack (ns)
worst max-delay path: axis_out_tdest[3] / 8.82
worst min-delay path: flop / 0.48
worst max register to register: bufer.fifo2_count[3] / 15.32
worst min register to register: flop / 0.48
-- Yosys cell counts (3+ instances only) --
library cell | count | area [um2]
o21ai_2 | 3 | 26.3
nand2b_1 | 4 | 25.0
buf_4 | 5 | 37.5
nand3_1 | 3 | 15.0
o21ai_0 | 7 | 35.0
mux4_1 | 3 | 78.8
inv_1 | 18 | 67.6
nor3_1 | 7 | 35.0
nand2_1 | 15 | 56.3
a21o_1 | 3 | 22.5
nor4_1 | 3 | 18.8
a21oi_1 | 18 | 90.1
mux2_2 | 83 | 935
or3_1 | 3 | 18.8
xnor2_1 | 6 | 52.6
buf_1 | 19 | 71.3
buf_2 | 10 | 50.1
nor2_1 | 43 | 161
edfxtp_1 | 792 | 23800
o21bai_1 | 6 | 45.0
dfxtp_1 | 27 | 541
o211ai_1 | 3 | 22.5
nor2b_1 | 7 | 43.8
ha_1 | 12 | 150
or2_2 | 3 | 18.8
buf_6 | 3 | 33.8
xor2_1 | 8 | 70.1
mux4_2 | 193 | 4350
clkbuf_1 | 26 | 97.6
mux2i_1 | 16 | 160
-- layer usage --
layer | vias to the layer above | track usage
met2 | 850 | 0.209
met5 | - | 0.00355
met3 | 113 | 0.0926
met4 | 14 | 0.0301
met1 | 7197 | 0.154
li1 | 6384 | -
-- logic make-up after synthesis --
kind of cell	synth area share
AND-OR/OR-AND	0.0130
XOR/XNOR	0.00391
adder cells (fa/ha/maj)	0.00606
buffers and inverters	0.0114
flip-flops	0.775
multiplexers	0.176
AND/OR/NAND/NOR	0.0151
-- registers in the layout (all words and copies together) (netlist names), 4 cells and up, named ones only --
register	cells
bufer.fifo_tdata	512
bufer.fifo_chan_data	200
bufer.fifo_tkeep	64
bufer.fifo_chan_error	8
bufer.fifo_tlast	8
bufer.fifo2_count	4
bufer.fifo_count	4
-- final cells by class --
type	instances	area, um2	share of cell area
diodes	1	2.50	0.0000652
multi-input cells	478	6790	0.177
repair buffers	266	2660	0.0692
well taps	1380	1730	0.0450
flip-flops and latches	819	24300	0.634
clock inverters	52	536	0.0140
inverters	18	67.6	0.00176
clock buffers	106	2270	0.0591
-- power breakdown --
group          switching, mW  internal (mW)
clock                  0.670          0.937
sequential            0.0672           2.12
combinational          0.417          0.555
-- metrics by stage --
stage / power (mW) / hold slack, ns / cells / setup slack [ns] / utilization
6_report: 4.77 / 0.483 / 3120 / 8.82 / 0.370
5_1_grt: 4.99 / 0.505 / 3120 / 8.65 / 0.370
4_1_cts: 4.85 / 0.486 / 3119 / 8.82 / 0.370
3_5_place_dp: 3.23 / 0.473 / 2961 / 8.83 / 0.343
3_3_place_gp: 3.21 / 0.452 / 2961 / 8.87 / 0.343
2_1_floorplan: 2.80 / 0.454 / 1378 / 7.01 / -
Power figures rest on the tool's default switching activity, not on a simulated workload.
